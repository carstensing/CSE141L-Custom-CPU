==> design/flow/design.v <==
module DataMem (
  input              Clk,
                     Reset,
                     WriteEn,
  input [7:0]        DataAddress,
                     DataIn,
  output logic[7:0]  DataOut
  );
  logic [7:0] Core[256];			 
  always_comb
    DataOut = Core[DataAddress];  
  always_ff @ (posedge Clk)	begin	  
    if (Reset) begin
      Core[130] <= 7'h60;          
      Core[131] <= 7'h48;      
      Core[132] <= 7'h78;      
      Core[133] <= 7'h72;      
      Core[134] <= 7'h6A;      
      Core[135] <= 7'h69;      
      Core[136] <= 7'h5C;      
      Core[137] <= 7'h7E;      
      Core[138] <= 7'h7B;      
      Core[140] <= 8'h20;          
      Core[141] <= 8'b0;           
	  end
    else if (WriteEn) begin
      Core[DataAddress] <= DataIn;
    end
  end
endmodule
==> design/flow/run.sh <==
#!/bin/bash
# OpenROAD 26Q1-2900-gdf79404cd8, Yosys 0.63+post, stock flow scripts
make -C /OpenROAD-flow-scripts/flow DESIGN_CONFIG=/design/flow/config.mk WORK_HOME=/design/flow/orfs finish
==> design/flow/config.mk <==
export PLATFORM = sky130hd
export DESIGN_NAME = DataMem
export DESIGN_NICKNAME = DataMem
export VERILOG_FILES = /design/flow/design.v
export SDC_FILE = /design/flow/constraint.sdc
export NUM_CORES = 4
export LEC_CHECK = 1
export CORE_UTILIZATION = 50
==> design/flow/constraint.sdc <==
current_design DataMem

set clk_period 12.6
set clk_io_pct 0.2

create_clock -name clk0 -period $clk_period [get_ports {Clk}]

set non_clock_inputs [all_inputs -no_clocks]
set_input_delay [expr $clk_period * $clk_io_pct] -clock clk0 $non_clock_inputs
set_output_delay [expr $clk_period * $clk_io_pct] -clock clk0 [all_outputs]
==> impl_metrics.json <==
{
  "fmax_ghz": 0.101,
  "grt_max_degree": 117,
  "vias_per_cell": 6.27,
  "drv_slew": 0,
  "syn_to_final_growth_pct": 12.1,
  "cts_tree": "yes",
  "cp-start-kind": "primary input",
  "cts_setup_buffers": 0,
  "clock-sinks": 2048,
  "ios": 27,
  "relSlewSlack_pct": 17.6,
  "crit_type": "primary input to output port",
  "antenna_found_initial": 6,
  "period_needed_ns": 9.86,
  "post_cts_resize_count": 0,
  "met2_usage_pct": 39.8,
  "yosysWarnings": 1,
  "power.density_nw_per_um2": 159,
  "postCtsHoldBufs": 0,
  "cp_cell_sequence": "buf_8 > buf_12 > buf_12 > mux4_2 > a22oi_1 > a21oi_1 > o41ai_1 > nand4_1 > clkdlybuf4s50_1",
  "hp-class": "primary input to flop",
  "status": "complete, no violations",
  "gr-max-usage-layer": "met2",
  "top_regs": "Core x2048",
  "max_stage_delay_ns": 1.08,
  "portBuffers": 26,
  "grt_overflow": 0,
  "pre_cts_ws_ns": 2.59,
  "fp_util_pct": 50.5,
  "power_mw": 14.1,
  "seq_area_frac_synth_pct": 77.9,
  "vias": 37500,
  "finalClockPeriodUsage_pct": 78.2,
  "dpl.hpwl_mm": 113,
  "drcViolationCount": 0,
  "crit_fanout": 65,
  "synth_cells": 3657,
  "clk_path_buf_depth": 3,
  "cts_max_level": 4,
  "cp_top_family": "buffers and inverters",
  "slowest_stage": "o41ai_1",
  "drv_cap": 0,
  "dieArea_sq_um": 159000,
  "rsz0062_at_grt": "no",
  "top_register": "Core",
  "dpl.cell_count": 5615,
  "grt_pass1_vias": 42900,
  "place_area_sq_um": 81900,
  "irDropWorstVdd_mv": 0.132,
  "clk_pin_slew_ns": 0.06,
  "timing_hold_violations_final": 0,
  "finalSetupTns_ns": 0,
  "die_h_um": 399,
  "die_width_um": 399,
  "yosys_cells": 3657,
  "drive_gt1_share_pct": 24.4,
  "synth_area_sq_um": 78900,
  "root_buffer": "clkbuf_16",
  "whs_ns": 2.21,
  "grtUsageTotal_pct": 28.0,
  "globalRouteMet3Util_pct": 21.7,
  "avgSynthCellArea_sq_um": 21.6,
  "warnings": 32,
  "ant_nets": 0,
  "fin_cells": 5989,
  "setup_violations": 0,
  "drt_wl_total_mm": 190,
  "end_kind": "output port",
  "largest_reg_flops": 2048,
  "fin_ws_ns": 2.74,
  "tightest_slew_ns": 1.22,
  "fp.coreArea_sq_um": 156000,
  "cpMostUsedCell": "buf_12",
  "final_util_pct": 56.6,
  "wl_per_cell_um": 31.8,
  "leakage_nw": 26.9,
  "ys_types": 26,
  "crit_arrival_ns": 7.34,
  "critPathBufInv": 4,
  "drt_iter0_markers": 2230,
  "cts_made_buffers": 204,
  "design_area_sq_um": 88500,
  "yosys_area_sq_um": 78900,
  "rows": 145,
  "worst-endpoint-required_ns": 10.08,
  "first_pass_iters": 5,
  "synth-seq-cells": 2048,
  "grt_pass1_wl_mm": 280,
  "gp_congestion": 0.902,
  "use_met1_pct": 34.7
}
## synthesized netlist by cell type
| cell type | count | area share [%] |
|---|---|---|
| a21o_1 | 2 | 0.019 |
| a21oi_1 | 128 | 0.81 |
| a22oi_1 | 256 | 2.4 |
| and2_1 | 15 | 0.12 |
| and3_1 | 22 | 0.17 |
| buf_1 | 29 | 0.14 |
| buf_2 | 41 | 0.26 |
| buf_4 | 12 | 0.11 |
| buf_6 | 8 | 0.11 |
| clkbuf_1 | 160 | 0.76 |
| edfxtp_1 | 2048 | 78 |
| inv_1 | 2 | 0.0095 |
| mux4_2 | 512 | 15 |
| nand2_1 | 24 | 0.11 |
| nand2b_1 | 7 | 0.055 |
| nand3_1 | 16 | 0.10 |
| nand4_1 | 12 | 0.095 |
| nor2_1 | 245 | 1.2 |
| nor2b_1 | 9 | 0.071 |
| nor3_1 | 30 | 0.19 |
| nor4_1 | 2 | 0.016 |
| o21bai_1 | 4 | 0.038 |
| o41ai_1 | 32 | 0.36 |
| or2_0 | 1 | 0.0079 |
| or2_2 | 5 | 0.040 |
| or3_1 | 35 | 0.28 |
## routing by layer
layer | part of all wire [%] | vias to the layer above | wire (um)
li1 | - | 15700 | -
met1 | 31 | 18900 | 59000
met2 | 48 | 2530 | 90700
met3 | 17 | 361 | 32700
met4 | 3.9 | 14 | 7420
met5 | 0.26 | - | 494
## logic make-up after synthesis
logic type,after synthesis,share of synthesized area (%)
AOI/OAI and AO/OA,422,3.66
DFF,2048,77.9
muxes,512,14.6
and+or+nand+nor,423,2.43
buffers and inverters,252,1.40
## area by class of cell
class	count	area [sq um]
clock buffer	249	5380
inverter	2	7.51
clock inverter	122	1180
tap	2058	2570
fill	11100	67900
sequential	2048	61500
antenna	3	7.51
multi-input combinational	1357	16500
timing repair buffer	150	1370
## where the power goes
group	leakage [nW]	switching (mW)	internal [mW]	total, mW
combinational	5.19	0.414	0.221	0.635
clock	3.21	2.45	3.47	5.91
sequential	18.5	0.00548	7.52	7.52
total	26.9	2.87	11.2	14.1
## worst paths after layout
| kind | from | endpoint | cells after the start | slack, ns |
|---|---|---|---|---|
| worst max-delay path | DataAddress[0] | DataOut[5] | 9 | 2.74 |
| worst min-delay path | DataIn[0] | Core[49][0]$_DFFE_PP_ | 1 | 2.21 |
## cell usage in the layout (no fill, tap or decap), types with 3 or more instances in the layout
master           count
clkinvlp_4           6
clkbuf_8             8
clkbuf_16          209
buf_4              113
nor3_1              30
buf_12              11
nand2b_1             7
inv_6                3
bufinv_16           22
o41ai_1             26
and3_1              22
diode_2              3
or3_1               35
a21oi_1            128
edfxtp_1          2048
nand4_1             12
o21bai_1             4
clkbuf_1            40
and2_1              14
o41ai_2              6
nand3_2              9
mux4_2             512
clkinv_1            47
clkinv_2            38
a22oi_1            256
nor2b_1              6
nor2_1             244
clkinv_8             4
nand2_1             24
or2_2                5
clkdlybuf4s50_1     16
nand3_1              7
No activity file was given, so power comes from the tool's default toggle rates.
