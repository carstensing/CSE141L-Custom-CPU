**flow/config.mk**
```make
export PLATFORM = sky130hd
export DESIGN_NAME = ProgCtr
export DESIGN_NICKNAME = ProgCtr
export VERILOG_FILES = /design/flow/design.v
export SDC_FILE = /design/flow/constraint.sdc
export NUM_CORES = 4
export LEC_CHECK = 1
export CORE_AREA = 10 10 74 74
export DIE_AREA = 0 0 84 84
```
**flow/constraint.sdc**
```tcl
current_design ProgCtr

set clk_period 4.1
set clk_io_pct 0.2

create_clock -name clk0 -period $clk_period [get_ports {Clk}]

set non_clock_inputs [all_inputs -no_clocks]
set_input_delay [expr $clk_period * $clk_io_pct] -clock clk0 $non_clock_inputs
set_output_delay [expr $clk_period * $clk_io_pct] -clock clk0 [all_outputs]
```
**flow/design.v**
```verilog
module ProgCtr #(parameter W=8) (
    input                Reset,
                         Clk,
                         BranchRel,
                         Zero,
    input        [W-1:0] Target,
    output logic [W-1:0] PC
    );
    logic Branch;
    always_comb
        case(Zero)
        'b0     : Branch = BranchRel;
        default : Branch = 'b0;
        endcase
    always_ff @(posedge Clk) begin
        if (Reset)
            PC <= 0;
        else if (Branch)
            if (Target[W-1] == 1)
                PC <= PC - {1'b0, Target[W-2:0]};
            else
                PC <= PC + Target;
        else
            PC <= PC + 'b1;
    end
endmodule
```
**flow/run.sh**
```bash
#!/bin/bash
# OpenROAD 26Q1-2900-gdf79404cd8, Yosys 0.63+post, stock flow scripts
make -C /OpenROAD-flow-scripts/flow DESIGN_CONFIG=/design/flow/config.mk WORK_HOME=/design/flow/orfs finish
```
==> results_slide.txt <==
Implementation Results

Run status
  • Status: finished, final reports clean

Setup path
  • Worst-path fanout max: 3
  • Crit path capture type: flop
  • R2R Path Start: PC[0]
  • Critical Path RT: 4.19 ns
  • Worst EP arrival: 3.33 ns
  • Worst Setup Start Kind: input pin
  • Crit path launch: Target[1]
  • CP Class: input pin to flop

Logic synthesis
  • Avg Inst Size Synth: 8.33 um^2
  • Largest type area fraction: 21.4%
  • Area leader, netlist: dfxtp_1
  • Yosys cell count: 90
  • Post-synth design cell area: 749 um^2
  • Netlist cell types: 31
  • Post-synth top flop: dfxtp_1
  • Seq share, synth: 21.4%
  • Registers, synthesis: 8
  • Async SR Flop Fraction: 0%
  • Number of enable flip-flop cells: 0
  • Chip Area, Yosys: 749 um^2
  • Synth Warn #: 1
  • Cell area leaders: dfxtp_1, ha_1, nor2_1, xnor2_1, inv_1
  • Synth cell count leaders: nor2_1, dfxtp_1, ha_1, inv_1, xnor2_1
  • Most frequent cell after synthesis: nor2_1
  • Mapped Cells: 90

Die
  • Chip Area: 0.00706 mm^2
  • Chip Width: 84 um
  • Core Util at FP: 18.9%
  • # rows: 23
  • Die Span Y: 84 um
  • I/O pins: 20
  • CORE AREA: 0.00397 mm^2

CTS
  • CTS root buffer: clkbuf_8
  • Clk pin slew, worst setup/hold paths: 0.04 ns
  • Post-CTS Setup Bufs: 0
  • H-Tree Depth: 1
  • Hold_buf cts: 0
  • CTS tree: yes
  • CTS sink cnt: 8
  • Clock Path Buffers: 2
  • Post-CTS Resized: 0
  • Clock Latency Late Sink: 0.22 ns
  • Total CTS buffers: 3

Placement
  • Dpl ws: 0.637 ns
  • RD Place Congestion: 0.797
  • Buffers on Ports: 19
  • Post-DP HPWL: 1.42 mm

Timing
  • Pins Over Slew Limit: 0
  • Slew headroom: 70.0%
  • Clk_skew: 0.00324 ns
  • Unrepaired setup endpoints after global routing: no
  • Minimum clock period: 3.23 ns
  • Achievable Freq: 309 MHz
  • Setup ws final: 0.867 ns
  • Cycle use final: 78.8%
  • Post-Route Setup TNS: 0 ns
  • Final setup fails: 0
  • Worst Max-Slew Pin Slew: 0.449 ns
  • Final Hold Viols: 0

GRT
  • Total GRT Usage: 5.00%
  • Pin count of the biggest net entering global routing: 13
  • Gr ovfl total: 0
  • First-pass GRT wire length: 3.05 mm
  • Initial antenna violation count: 0
  • Vias in the first global route: 681

Pwr
  • Leakage: 0.000426 uW
  • Combinational fraction of design power: 40.5%
  • Switch share: 28.8%
  • Switch Pwr: 95.3 uW
  • Sequential Power Share: 31.9%
  • VDD IR max: 0.0977 mV
  • Clock network fraction of total power: 27.6%
  • PwrDens: 323 mW/mm^2
  • Final Power: 331 uW
  • Internal power: 236 uW

Layout
  • Final Util: 25.8%
  • Most flop-heavy register: PC
  • Final-layout fill cell count: 421
  • Number of flip-flops in the largest register: 8
  • Area Overhead vs Synth: 36.9%
  • Share of cells above drive strength 1: 8.26%
  • Top Registers: PC (8)

Flow run
  • Max cap viols: 0
  • Tool warnings: 25

Hold path
  • Worst Hold Launch: PC[0]
  • Worst hold path type: flop to flop

Drt
  • Wire per inst: 11.1 um
  • Vias: 698
  • Total wire length: 1.77 mm
  • Final ANT Viol Nets: 0
  • # diodes: 0
  • Starting DRT DRC Count: 45
  • Drt pass-1 iters: 4
  • Post-route DRC: 0
  • Via/cell ratio: 4.39
## routing by layer
layer,track usage (%),vias to the layer above,share of wire [%]
met4,1.07,0,0
met3,1.57,0,6.9
li1,-,355,-
met5,0,-,0
met1,6.97,327,51
met2,7.32,16,42
## metrics by stage
| step | cells | hold slack [ns] | cell area [um^2] |
|---|---|---|---|
| 6_report | 159 | 0.553 | 1030 |
| 5_1_grt | 159 | 0.584 | 1030 |
| 4_1_cts | 159 | 0.555 | 1030 |
| 3_5_place_dp | 156 | 0.553 | 985 |
| 3_3_place_gp | 156 | 0.544 | 985 |
| 2_1_floorplan | 90 | 0.516 | 749 |
## cell usage in the layout, fill, tap and decap left out, drive strengths merged
cell	n
a211oi	3
a21boi	1
a21o	2
a21oi	2
a311oi	1
a31oi	2
clkbuf	3
clkdlybuf4s50	19
dfxtp	8
fa	1
ha	8
inv	8
nand2b	4
nand3	1
nor2	16
nor2b	3
nor3	5
nor3b	2
nor4	1
o2111ai	1
o21a	3
o21ai	2
o22ai	1
o2bb2ai	1
o31a	1
or4	2
xnor2	5
xor2	3
## power by group through the flow
stage         sequential [uW]  clock, uW  combinational [uW]
global route              108       98.9                 153
CTS                       106       94.7                 136
finish                    106       91.5                 134
## area by class of cell
type                    instances  area [um^2]  share of cell area [%]
multi-input cells              71          542                    52.8
well taps                      50         62.6                    6.10
flip-flops and latches          8          160                    15.6
clock buffers                   3         41.3                    4.02
repair buffers                 19          190                    18.5
inverters                       8         30.0                    2.93
## logic make-up (layout without fill, tap and decap cells)
kind of cell / Yosys count / in the layout / share of synthesized area, %
adders and majority gates: 9 / 9 / 16.0
AOI/OAI and AO/OA: 20 / 20 / 20.4
xor gates and xnor gates: 8 / 8 / 9.35
and+or+nand+nor: 34 / 34 / 26.5
buffers and inverters: 11 / 30 / 6.34
DFF: 8 / 8 / 21.4
## worst paths after layout
path	end	slack [ns]	depth (start not counted)
hold reg to reg	PC[0]	0.55	3
setup / recovery	PC[5]	0.87	11
setup reg to reg	PC[6]	2.34	8
hold / removal	PC[0]	0.55	3
## worst max-delay path, cell delays in order
cell and delay, ns:
clkdlybuf4s50_1 0.52, inv_1 0.06, ha_1 0.26, nor2b_1 0.13
a211oi_1 0.36, ha_1 0.31, nor2b_1 0.14, o31a_1 0.28
o21a_1 0.20, nor3_1 0.19, nor3_2 0.07
Power and IR drop assume default switching activity.
