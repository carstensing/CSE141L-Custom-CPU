--- /design/flow/run.sh ---
#!/bin/bash
# OpenROAD 26Q1-2900-gdf79404cd8, Yosys 0.63+post, stock flow scripts
make -C /OpenROAD-flow-scripts/flow DESIGN_CONFIG=/design/flow/config.mk WORK_HOME=/design/flow/orfs finish
--- /design/flow/config.mk ---
export PLATFORM = sky130hd
export DESIGN_NAME = RegFile
export DESIGN_NICKNAME = RegFile
export VERILOG_FILES = /design/flow/design.v
export SDC_FILE = /design/flow/constraint.sdc
export NUM_CORES = 4
export LEC_CHECK = 1
export CORE_UTILIZATION = 30
--- /design/flow/constraint.sdc ---
current_design RegFile

set clk_period 3.0
set clk_io_pct 0.2

create_clock -name clk0 -period $clk_period [get_ports {Clk}]

set non_clock_inputs [all_inputs -no_clocks]
set_input_delay [expr $clk_period * $clk_io_pct] -clock clk0 $non_clock_inputs
set_output_delay [expr $clk_period * $clk_io_pct] -clock clk0 [all_outputs]
--- /design/flow/design.v ---
module RegFile #(parameter W=8, D=3)(		   
  input                Clk,
                       Reset,
                       WriteEn,
  input        [D-1:0] RaddrA,				   
                       RaddrB,
                       RaddrC,
                       Waddr,
  input        [W-1:0] DataIn,
  output logic [W-1:0] DataOutA,
                       DataOutB,
                       DataOutC,
                       Reg6
  );
logic [W-1:0] Registers[2**D];
always_comb begin
  DataOutA = Registers[RaddrA];
  DataOutB = Registers[RaddrB];
  DataOutC = Registers[RaddrC];
  Reg6 = Registers[6];
end
always_ff @ (posedge Clk) begin
  if(Reset) begin
    for(int i=0;i<(2**D);i++)
	      Registers[i] <= 0;
    Registers[1] <= 61;
    Registers[4] <= (2**W - 1);
    Registers[5] <= 140;
  end
  else if (WriteEn)	                              
    Registers[Waddr] <= DataIn;
end
endmodule
==> GITHUB_STEP_SUMMARY <==
## Implementation flow summary

| Metric | Value |
|---|---|
| Max Cap Viol | `0` |
| Part of the Yosys area used for sequential elements | `around 47%` |
| Final hold violation count | `0` |
| Root buf cell | `clkbuf_16` |
| Reg with most FFs | `Registers` |
| Synth-to-Final Area Change | `28.7%` |
| Wirelength per Cell | `around 21 um` |
| DIE HEIGHT | `approximately 120 um` |
| Fin crit period | `between 2000 and 3000 ps` |
| Hold WC Path Type | `in -> reg` |
| GPL Wtd Cong | `around 0.8` |
| # fillers | `around 1200` |
| P_int | `~1.9 mW` |
| Core Util, Final | `approximately two fifths` |
| Avg Vias per Cell | `around 5.3` |
| Post-synthesis cell count | `250` |
| Regs by FF count | `Registers (64)` |
| Seq pwr share | `43.4%` |
| Post-synthesis chip area from yosys | `around 0.004 sq mm` |
| Num rows | `42` |
| Avg Synthesized Cell Area | `approximately 16 sq um` |
| Die ar. | `~0.014 sq mm` |
| Max reg flops | `between 60 and 70` |
| Post-CTS setup buffers | `0` |
| Crit path kind | `in -> out` |
| Slew headroom | `68.5%` |
| Pwr Total | `~2.5 mW` |
| Die X | `about 120 um` |
| Via count | `approximately 2600` |
| Crit path DAT | `2300 ps` |
| Detail Route Antenna Nets | `0` |
| Post-Place Cells | `~470` |
| Tot GR Track Use | `roughly 16%` |
| Worst hold margin | `941 ps` |
| Vias in the first global route | `2819` |
| Port bufs | `approximately 54` |
| Most Used Layer, Global Route | `met2` |
| First-pass DRT Iterations | `6` |
| Post-CTS Hold Fix Bufs | `0` |
| Run status | `complete, no violations` |
| First-pass GRT wire length | `roughly 16 mm` |
| Antenna cells | `0` |
| FP Util | `30.8%` |
| Clock-pin slew on the worst setup and hold paths | `roughly 50 ps` |
| Maximum VDD drop | `approximately 0.00026 V` |
| Final setup viols | `0` |
| Leakage | `1.80 nW` |
| F_max | `between 300 and 400 MHz` |
| Unrepaired setup endpoints after global routing | `false` |
| Gate Area | `roughly 0.0019 sq mm` |
| # Cells Yosys | `~250` |
| DPL Wire Length | `6.65 mm` |
| Top Ports | `55` |
| Sw Ratio | `a little under a quarter` |
| Met3 usage | `around 7%` |
| Clk pwr share | `38.1%` |
| CTS tree | `built` |
| Ratio of cells with drive above 1 in the final layout | `a little under a quarter` |
| Post-Syn Area | `0.00410 sq mm` |
| Reg area | `0.00192 sq mm` |
| Slew @ Worst Pin | `~470 ps` |
| Combinational fraction of design power | `roughly 19%` |
| GR Util met1 | `about 21%` |
| Final period util | `96.6%` |
| Yosys cell types | `18` |
| Met2 Use GR | `a little over a quarter` |
| Switching power | `about 0.6 mW` |
| Fin Setup TNS | `0 ps` |
| CP max FO | `8` |
| Post-synth regs | `approximately 64` |
| Pins over their slew limit | `0` |
| Syn. warnings | `1` |
| CTS Buffer Depth | `2` |
| PwrDens | `between 400 and 500 mW/mm^2` |
| Worst setup SP type | `input pin` |
| Initial DRC count | `approximately 120` |
| Initial antenna violation count | `0` |
| Fin cells | `approximately 490` |
| Largest net degree at the start of global routing | `37` |
| CP endpoint kind | `primary output` |
| Overflow after GRT | `0` |
| CP required | `2400 ps` |
| CTS buffer count | `9` |
| H-tree levels | `3` |
| Final wirelength | `between 10 and 15 mm` |
| Core area | `~0.013 sq mm` |
| Log Warnings | `25` |
| Clk sink count | `roughly 64` |
| DRC Markers | `0` |
what timing repair did:
| action | 4_1_cts | 5_1_grt |
|---|---|---|
| gates cloned | 3 | 0 |
| gates resized | 9 | 3 |
| endpoints found under the hold margin | 0 | 0 |
| endpoints found under the setup margin | 24 | 10 |
| pin swaps | 0 | 0 |
cells in the final DEF, fill, tap and decap left out:
cell	Yosys	final
nand2_1	1	1
clkdlybuf4s50_1	0	51
mux2_2	24	24
edfxtp_1	64	64
or3b_1	1	1
clkbuf_16	0	9
o21bai_1	8	8
clkdlybuf4s15_2	0	3
nor3_1	48	48
inv_1	8	8
nand2b_1	2	2
or2_2	1	1
mux4_1	41	41
or3_1	16	16
nand3b_1	1	1
buf_16	0	3
clkinvlp_4	0	4
buf_12	3	7
inv_6	0	2
clkinv_4	0	1
mux4_2	7	7
buf_4	0	15
metal layers:
| metal | routed length, um | up-vias |
|---|---|---|
| met1 | 4150 | 1269 |
| li1 | - | 1204 |
| met5 | 0 | - |
| met3 | 1050 | 12 |
| met2 | 5190 | 123 |
| met4 | 99 | 0 |
final cells by class:
cell class	instances	share of cell area, %
Sequential cell	64	36.4
Inverter	8	0.569
Tap cell	176	4.17
Clock buffer	9	4.27
Timing Repair Buffer	79	16.7
Multi-Input combinational cell	150	36.8
Clock inverter	7	1.07
synth_stat cells:
cell type	n	area (sq um)
or3b_1	1	8.76
mux2_2	24	270
edfxtp_1	64	1920
inv_1	8	30.0
nor3_1	48	240
buf_1	4	15.0
buf_12	3	60.1
nand2b_1	2	12.5
buf_2	4	20.0
buf_6	6	67.6
or2_2	1	6.26
or3_1	16	100
mux4_2	7	158
nand3b_1	1	7.51
nand2_1	1	3.75
o21bai_1	8	60.1
mux4_1	41	1080
clkbuf_1	11	41.3
worst max-delay path: stages:
cell and delay, ps:
clkdlybuf4s15_2 280, buf_12 170, mux4_1 560, mux2_2 290, clkdlybuf4s50_1 400
worst paths after layout:
check | slack (ps) | from | cells past startpoint | to
max | 100 | RaddrC[0] | 5 | DataOutC[0]
min | 940 | DataIn[6] | 2 | Registers[4][6]
metrics by stage:
stage          cell area (sq um)  worst slack, ps
5_1_grt                     5280             46.4
3_5_place_dp                4910             -170
4_1_cts                     5290             25.2
3_3_place_gp                4910             -160
6_report                    5280              102
2_1_floorplan               4100              786
power groups by stage:
stage / clock [mW] / combinational [mW] / sequential, mW
finish: 0.949 / 0.461 / 1.08
global route: 0.999 / 0.495 / 1.09
CTS: 0.961 / 0.473 / 1.08
kinds of logic after synthesis:
family	Yosys count	synth area share [%]
muxes	72	36.7
and+or+nand+nor	70	9.25
DFF	64	46.9
buffers and inverters	36	5.71
AOI/OAI and AO/OA	8	1.46
Power and IR drop assume default switching activity.
